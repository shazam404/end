[run.sh]
#!/bin/bash
# OpenROAD 26Q1-2900-gdf79404cd8, Yosys 0.63+post, stock flow scripts
make -C /OpenROAD-flow-scripts/flow DESIGN_CONFIG=/design/flow/config.mk WORK_HOME=/design/flow/orfs finish
[config.mk]
export PLATFORM = sky130hd
export DESIGN_NAME = fsm
export DESIGN_NICKNAME = fsm
export VERILOG_FILES = /design/flow/design.v
export SDC_FILE = /design/flow/constraint.sdc
export NUM_CORES = 4
export LEC_CHECK = 1
export CORE_AREA = 10 10 70 70
export DIE_AREA = 0 0 80 80
[constraint.sdc]
current_design fsm

set clk_period 1.0
set clk_io_pct 0.2

create_clock -name clk0 -period $clk_period [get_ports {clk}]

set non_clock_inputs [all_inputs -no_clocks]
set_input_delay [expr $clk_period * $clk_io_pct] -clock clk0 $non_clock_inputs
set_output_delay [expr $clk_period * $clk_io_pct] -clock clk0 [all_outputs]
[design.v]
`timescale 1ps/1ps
module fsm(
    input clk,
    input rst,
    input in,
    output reg out
);
parameter s0 = 0, s1 = 1, s11 = 2, s110 = 3;
reg [1:0] state;
always @(posedge clk) begin
    if(rst == 1'b1) begin
        out <= 0;
        state <= s0;
    end
    else begin
        case(state)
        s0: begin
            state <= in ? s1 : s0;
            out <= 0;
        end
        s1: begin
            state <= in ? s11 : s0;
            out <= 0;
        end
        s11: begin
            state <= in ? s11 : s110;
            out <= 0;
        end
        s110: begin
            state <= in ? s1 : s0;
            out <= in ? 1 : 0;
        end
        default : begin
            state <= s0;
            out <= 0;
        end
        endcase
    end
end
endmodule
==> impl_metrics.csv <==
group,metric,value,unit
worst_setup_path,crit_path_start_kind,"register",
timing,tns,0,ns
synthesis,async_flop_share,0,%
placement,port_buffers,3,
cts,worst_skew_pair.late_latency,0.25,ns
cts,cts_resized,1,
drt,avgViaCountPerCell,1.70,
cts,post_cts_buffers,0,
die,die-area,6400,um2
die,core.rowCount,21,
pwr,powerDensity,1730,nW/um2
status,run_status,"completed",
drt,dr_total_vias,117,
pwr,power_frac_clock,49.6,%
pwr,p_leak,0.0000981,uW
die,die_h,80,um
synthesis,ys_cells,15,
drt,first_pass_iters,2,
pwr,p_comb_share,6.2,%
timing,worst_slew_pin_slew,0.165,ns
worst_setup_path,max_stage_delay,0.29,ns
cells_and_area,drive_above_1_share,27.3,%
timing,maxSlewHeadroom,88.9,%
drt,wire_per_inst,4.90,um
placement,dp_slack,-0.0985,ns
cts,hold_buffers,0,
worst_setup_path,crit_chain,"dlygate4sd2_1",
flow_run,drv_cap,0,
worst_setup_path,critPathCaptureType,"output port",
timing,fin_crit_sh,95.2,%
placement,dpl_cell_area,246,um2
worst_setup_path,r2r-start,"state[3]",
worst_setup_path,arrival,0.75,ns
cts,htreeDepth,1,
synthesis,ys_types,6,
cts,cts_root_buffer,"clkbuf_4",
timing,fmax,1050,MHz
placement,hpwlAfterDp,264,um
drt,drt.antenna.violating_nets,0,
timing,finalSetupViolCount,0,
drt,wirelength,338,um
synthesis,ys_ff,5,
cells_and_area,area_growth,73.2,%
cts,tritoncts,"built",
timing,hold_viol,0,
worst_setup_path,critPathRequiredTime,0.80,ns
cts,cts_inserted_buffers,3,
cts,cts_buffer_depth,2,
worst_setup_path,crit_path_start,"out",
pwr,p_switching,107,uW
cells_and_area,final_cell_area,275,um2
die,core_area,3420,um2
timing,finalWorstSetupSlack,0.0475,ns
worst_setup_path,path_max_fanout,1,
global_route,grt-ovfl-total,0,
global_route,grt_pass1_wl,531,um
synthesis,yosysTopAreaCell,"dfxtp_1",
global_route,grt_usage,1.27,%
worst_setup_path,crit_family,"flip-flops",
synthesis,syn_area_per_cell,10.6,um2
cts,clkTransAtPathRegs,0.05,ns
die,die_width,80,um
placement,gp_routability_congestion,0.585,
synthesis,seq_area_frac_synth,63.0,%
timing,finClkSkew,0.00517,ns
pwr,total_power,476,uW
synthesis,top_area_share,63.0,%
worst_setup_path,worstSetupPathType,"register to output port",
pwr,vdd_ir_drop_max,0.314,mV
pwr,netSwitchingFraction,22.4,%
die,fp_util,4.65,%
drt,drtIter0Drc,9,
timing,rsz0062_at_grt,"no",
worst_hold_path,min_path_type,"register to register",
die,io_pins,4,
synthesis,ys_chip_area,159,um2
synthesis,mappedNetlistArea,159,um2
worst_hold_path,min-delay-start,"state[3]",
global_route,first_global_vias,121,
timing,finalMaxSlewViolations,0,
global_route,antenna_found_initial,1,
synthesis,top_cells_by_count,"nor2_1 (6), dfxtp_1 (5)",
flow_run,warnings,25,
synthesis,edf_count,0,
synthesis,top_cell,"nor2_1",
cells_and_area,utilization,8.06,%
worst_setup_path,slowest_stage,"dfxtp_1",
worst_setup_path,path_buffers,1,
cells_and_area,fill_cells,407,
cts,clkSinkCount,5,
timing,layout_min_cycle_time,0.952,ns
pwr,p_int,369,uW
synthesis,ff_type,"dfxtp_1",
synthesis,syn_inst,15,
synthesis,yosys-top-cells-area,"dfxtp_1 (63%), nor2_1 (14%), nand2b_4 (8.7%)",
drt,drc,0,
global_route,grt_max_degree,5,
pwr,p_seq_share,44.2,%
synthesis,yosys_warnings,1,
-- stage by stage --
| step | instances | hold WS, ns |
|---|---|---|
| floorplan | 15 | 0.275 |
| global placement | 64 | 0.416 |
| detailed placement | 64 | 0.415 |
| CTS | 68 | 0.429 |
| global route | 69 | 0.452 |
| finish | 69 | 0.429 |
-- final cells by class --
type | count | area (um2) | area share (%)
multi-input cells | 9 | 55.1 | 20.0
flip-flops and latches | 5 | 100 | 36.4
clock buffers | 3 | 22.5 | 8.18
diodes | 1 | 2.50 | 0.909
well taps | 46 | 57.6 | 20.9
clock inverters | 1 | 5.00 | 1.82
inverters | 1 | 3.75 | 1.36
repair buffers | 3 | 28.8 | 10.5
-- flip-flops by register name, indices dropped and copies added, names as in the netlist --
signal	flops
out	1
state	4
-- per-layer routing --
metal,global-route usage [%],wire (um),up-vias
met3,2.84,107,0
met5,0,0,-
met4,0.176,0,0
met1,1.07,144,48
met2,1.04,86,7
li1,-,-,62
-- worst min-delay path: stages (launching register included) --
cell and delay [ns]:
dfxtp_1 0.30, inv_1 0.04, nor2_1 0.03
-- cells in the final DEF, fill, tap and decap left out --
cell / instances
a21boi_2: 1
clkbuf_4: 3
diode_2: 1
dfxtp_1: 5
inv_1: 1
clkinv_2: 1
nor2_1: 6
nand2b_4: 1
dlygate4sd2_1: 1
clkdlybuf4s50_1: 2
nor3b_1: 1
-- path summary, 6_finish.rpt --
| path | to | depth (start not counted) | slack [ns] |
|---|---|---|---|
| worst max-delay path | out | 1 | 0.05 |
| worst min-delay path | out | 2 | 0.43 |
| worst max register to register | state[2] | 2 | 0.36 |
| worst min register to register | out | 2 | 0.43 |
-- cells by family after synthesis --
logic type	count (synthesis)	synth area share [%]
AND-OR/OR-AND	1	7.09
buffers and inverters	1	2.36
AND/OR/NAND/NOR	8	27.6
flip-flops	5	63.0
-- power by group through the flow --
stage	Clock [uW]	Combinational, uW	Sequential, uW
finish	236	29.3	211
CTS	245	29.5	211
global route	263	31.4	211
Power figures rest on the tool's default switching activity, not on a simulated workload.
