==> flow/design.v <==
module fulladder(sum, carry, a, b, cin);
    input a, b, cin;
    output sum, carry;
    wire w1, w2, w3;
    xor x1(w1, a, b);
    and x2(w2, a, b);
    xor x3(sum, w1, cin);
    and x4(w3, w1, cin);
    or x5(carry, w2, w3);
endmodule
module subtractor_4bit(
    output s0, s1, s2, s3,
    output final_carry,
    input a0, a1, a2, a3,
    input b0, b1, b2, b3
);
    wire c0, c1, c2, c3;
    wire b0_comp, b1_comp, b2_comp, b3_comp;
    not (b0_comp, b0);
    not (b1_comp, b1);
    not (b2_comp, b2);
    not (b3_comp, b3);
    fulladder fa0(s0, c0, a0, b0_comp, 1'b1);
    fulladder fa1(s1, c1, a1, b1_comp, c0);
    fulladder fa2(s2, c2, a2, b2_comp, c1);
    fulladder fa3(s3, c3, a3, b3_comp, c2);
    fulladder fa4(.sum(final_carry), .carry(), .a(1'b0), .b(1'b0), .cin(c3));
endmodule
==> flow/run.sh <==
#!/bin/bash
# OpenROAD 26Q1-2900-gdf79404cd8, Yosys 0.63+post, stock flow scripts
make -C /OpenROAD-flow-scripts/flow DESIGN_CONFIG=/design/flow/config.mk WORK_HOME=/design/flow/orfs finish
==> flow/config.mk <==
export PLATFORM = sky130hd
export DESIGN_NAME = subtractor_4bit
export DESIGN_NICKNAME = subtractor_4bit
export VERILOG_FILES = /design/flow/design.v
export SDC_FILE = /design/flow/constraint.sdc
export NUM_CORES = 4
export LEC_CHECK = 1
export CORE_AREA = 10 10 70 70
export DIE_AREA = 0 0 80 80
==> flow/constraint.sdc <==
current_design subtractor_4bit

set clk_period 2.6
set clk_io_pct 0.2

create_clock -name clk0 -period $clk_period

set non_clock_inputs [all_inputs -no_clocks]
set_input_delay [expr $clk_period * $clk_io_pct] -clock clk0 $non_clock_inputs
set_output_delay [expr $clk_period * $clk_io_pct] -clock clk0 [all_outputs]
==> out/qor.yml <==
status: "finished, final reports clean"
utilization_pct: 8.72
layout.cells.non_filler: 71
crit_type: "input port to output port"
hold_class: "input port to output port"
io_buffers: 13
dp.cells: 71
yosys_area_um2: 103
cts-hold-fix-buffers: 0
ios: 13
tns_ns: 0
die_height_um: 80
firstDrtPassIters: 1
cp-end-kind: "output port"
diodes: 0
postSynthCellCount: 12
vias_per_cell: 1.61
drv_slew: 0
finalWorstSetupSlack_ns: 0.0748
drt_iter0_drc: 0
core_mm2: 0.00342
syn_area_per_cell_um2: 8.55
peakVddDrop_mv: 0.0129
first_global_vias: 134
layout-drive-gt1-share_pct: 40.0
period_used_pct: 97.1
leakagePower_nw: 0.126
drt-total-wl_um: 420
grt_use_total_pct: 1.37
fp_util_pct: 3.00
powerDensity_mw_per_mm2: 145
area_growth_pct: 190
cpPeakStageDelay_ns: 0.39
chip_area_mm2: 0.00640
critPathArrivalTime_ns: 2.01
top_area_cell: "fa_1"
yosysWarnings: 0
synthesis.area_um2: 103
critPathMaxFanout: 1
path_cells: "buf_6 > ha_4 > fa_2 > fa_2 > inv_2 > fa_1 > buf_2"
rsz0062_at_grt: "false"
dr_total_vias: 114
post-route-min-period_ns: 2.53
fmax_mhz: 396
flop_area_um2: 0
worst_slew_pin_slew_ns: 0.0882
place_worst_setup_slack_ns: -0.807
yosysCellCount: 12
grt_max_degree: 2
path_common_cell: "fa_2"
setup_violations: 0
top_cells_by_area: "fa_1, inv_1, ha_1"
overflow: 0
drv_cap: 0
ys_seq_share_pct: 0
die_x_um: 80
drc: 0
ant_nets: 0
rows: 21
antenna_found_initial: 0
gp_congestion: 0.634
wl_per_cell_um: 5.92
seq_cells: 0
cp.required_ns: 2.08
crit_buf_inv: 3
startpoint_type: "input port"
ys_types: 3
hold_viol: 0
grt_first_pass_wirelength_um: 696
clkbuf_count: 0
warnings: 33
relSlewSlack_pct: 94.1
critPathTopFamily: "adder cells"
synth_top_area_share_pct: 58.5
fill_cells: 403
critical-path-slowest-cell: "fa_1"
logic_area_um2: 90.1
[synth_stat cells (all sizes together)]
cell type	n
fa	3
ha	1
inv	8
[worst paths after layout]
kind  from  cells past startpoint  end  slack (ns)
max     b0                      7   s3        0.07
min     b0                      4   s0        1.66
[layout by cell type, fill, tap and decap left out]
cell type / Yosys / layout
clkdlybuf4s50_1: 0 / 6
fa_2: 0 / 2
fa_1: 3 / 1
buf_6: 0 / 2
clkbuf_2: 0 / 1
dlygate4sd2_1: 0 / 2
inv_1: 8 / 5
clkdlybuf4s15_1: 0 / 1
buf_2: 0 / 1
ha_4: 0 / 1
inv_2: 0 / 3
[per-layer routing]
layer	vias to the layer above	track usage (%)	wire (um)
met3	0	0.455	43
met5	-	0	0
met4	0	0	0
met2	6	2.57	227
li1	55	-	-
met1	53	1.54	150
[cell type report]
cell class         count  share of cell area (%)
multi-input cells      4                    30.3
repair buffers        13                    40.3
inverters              8                    10.1
well taps             46                    19.3
[logic make-up after synthesis]
family / synth area share, %
fa+ha+maj: 70.7
buf+inv: 29.3
[stage by stage]
step / hold slack, ns / power [mW] / area, um^2
global route: 1.71 / 0.0524 / 298
floorplan: 1.15 / 0.00842 / 103
global placement: 2.08 / 0.0493 / 290
detailed placement: 2.08 / 0.0494 / 290
CTS: 1.68 / 0.0465 / 300
finish: 1.66 / 0.0431 / 298
[repair_timing]
item | CTS | global route
endpoints found under the setup margin | 4 | 1
buffers inserted | 0 | 0
pin swaps | 4 | 3
hold endpoints to repair | 0 | 0
gates resized | 22 | 4
[power by group]
group          internal (mW)  switching, mW  total (mW)  leakage, nW
sequential                 0              0           0            0
clock                      0              0           0            0
combinational         0.0297         0.0134      0.0431        0.126
total                 0.0297         0.0134      0.0431        0.126
No activity file was given, so power comes from the tool's default toggle rates.
