==> design/flow/run.sh <==
#!/bin/bash
# OpenROAD 26Q1-2900-gdf79404cd8, Yosys 0.63+post, stock flow scripts
make -C /OpenROAD-flow-scripts/flow DESIGN_CONFIG=/design/flow/config.mk WORK_HOME=/design/flow/orfs finish
==> design/flow/config.mk <==
export PLATFORM = sky130hd
export DESIGN_NAME = decade_counter
export DESIGN_NICKNAME = decade_counter
export VERILOG_FILES = /design/flow/design.v
export SDC_FILE = /design/flow/constraint.sdc
export NUM_CORES = 4
export LEC_CHECK = 1
export CORE_AREA = 10 10 70 70
export DIE_AREA = 0 0 80 80
==> design/flow/constraint.sdc <==
current_design decade_counter

set clk_period 1.8
set clk_io_pct 0.2

create_clock -name clk0 -period $clk_period [get_ports {clock}]

set non_clock_inputs [all_inputs -no_clocks]
set_input_delay [expr $clk_period * $clk_io_pct] -clock clk0 $non_clock_inputs
set_output_delay [expr $clk_period * $clk_io_pct] -clock clk0 [all_outputs]
==> design/flow/design.v <==
module decade_counter(en, clock, count);
input en, clock; 
 output reg [3:0] count;
  always @( posedge clock)
    begin
      if(en) 
        begin
    	  if ( count>=4'b0 && count<4'b1010)
      	  count<=count+4'b0001;
       	 else
          count<=4'b0;
        end
      else 
        count<=4'b0;
    end
endmodule
==> flow_results.org <==
#+TITLE: Synthesis and PnR summary

** Power and ir drop
- Largest voltage drop on the vdd net :: 154 µV
- For this design the ratio of total power to cell area is 834 nW/µm².
- Leak :: between 0.09 and 0.1 nW
- The completed layout was analyzed and its total power is 0.000249 W.

** Drt
- The routed design has 516 µm of wire.
- The script parses the final routing iteration and logs DRC violations as 0.
- In this run, the number of DRC markers left after iteration 0 of detailed routing was 11.
- In the routed layout, each cell is associated on average with a via count of 2.09.
- According to the report, the first pass of detailed routing completed in 3 iterations.
- The script logs the mean routed wire length per placed instance as 7.37 µm.
- Once detail routing completed, the nets flagged for antenna violations numbered 0.
- Via Count :: roughly 150

** Synthesis
- Main kind of combinational logic by area :: simple AND/OR/NAND/NOR gates
- Averaged over all synthesized cells, the footprint is 11.1 µm².
- Adder-cell share of the synthesized area :: 0.0752
- Before any placement, the netlist area is recorded as 166 µm².
- Of the total synthesized cell area, the portion taken by AND, OR, NAND and NOR gates is 0.248.
- Yosys mapped the design onto 12 distinct sky130hd cell types.
- Flip-flop and latch count after synthesis :: 4
- Area fraction in mux cells :: 0
- The share of the Yosys chip area taken by registers is 0.481.
- The share of synthesized area in the top cell type comes to 0.481.
- In this run, the synthesized area fraction spent on xor and xnor cells is recorded as 0.0526.
- Number of warnings printed during yosys synthesis :: 1
- The synthesized netlist handed to floorplanning was reported with a cell count of 15.
- The synthesized netlist was found by Yosys to have 15 cells.
- The main area contributors are dfxtp_1 48%, ha_1 7.5%, nand4bb_1 6.8%, nand4b_1 5.3%, or3b_1 5.3%.
- Per the synthesis report, the dominant area consumer among library cells is dfxtp_1.
- In this run, the synthesized area fraction spent on AND-OR/OR-AND gates is recorded as 0.120.
- Post-synthesis, Yosys gives the total cell area as 166 µm².

** Min path
- The type recorded for the worst min-delay path is reg2reg.

** Final layout
- Proportion of layout cells with a drive suffix above 1 :: 0.130
- Top Registers :: count (4)
- Layout Utilization :: 0.0875
- The register with the most flip-flops in the layout has 4 of them.
- Area growth, synth to finish :: 79.7%
- The largest register by flop count is count.
- Post-route insts no fill :: 70
- The filler cells instantiated in the layout total 403.

** STA
- The highest clock rate this design can be run at is 650 MHz.
- The final hold violation count recorded for this run is 0.
- Worst slew slack as a fraction of its limit :: 0.865
- Final setup slack of the worst path :: ~260 ps
- At the pin with the least slew margin, the transition time is 200 ps.
- Setup repair after global routing missed its margin :: no
- Dividing the final minimum period by the clock period gives 0.855.
- The final report lists the setup-violating endpoint count as 0.
- In the final run the clock tree shows a worst skew of 2.89 ps.
- Clock period minus final worst setup slack :: 1540 ps
- Setup total negative slack on the finished layout was measured at 0 ps.
- Final Max-Slew Violation Tally :: 0

** Clocking
- Per the CTS log, the root buffer master is clkbuf_4.
- Maximum buffer depth of the clock tree :: 2
- Buffers added to address setup during post-CTS repair amount to 0.
- H-tree levels :: 1
- Number of buffers inserted during clock tree synthesis :: 3
- Register clock-pin slew on the reported worst setup and hold paths :: 30 ps
- CTS tree :: built
- Insertion Delay late pin :: 240 ps
- Post-CTS repair changed the size of 0 cells.
- CTS sink count :: 4
- The post-CTS hold buffer count recorded in the log is 0.

** Outcome
- Result of the run :: completed

** Worst setup path
- STA classifies the critical path endpoint as an output pin.
- The script reports the combined buffer and inverter count of the critical path as 1.
- The OpenROAD report gives the critical path a required time of 1440 ps.
- Looking at the setup timing report, the critical path kind is reg2out.
- Cell breakdown of the critical path :: clkdlybuf4s50_1
- On the critical path, the stage with the largest delay is an instance of clkdlybuf4s50_1.
- In this design, the largest share of critical-path delay is due to buffers and inverters.
- Endpoint arrival time on the critical path :: 1180 ps
- The longest incremental delay of any stage on the critical path is reported as 530 ps.
- STA lists the maximum fanout along the critical path as 6.
- The worst setup path is launched from a flop.

** GRT
- Entering global routing, the biggest net connects 7 pins.
- The via count of the first global-routing pass was 154.
- Global routing finished with a remaining overflow of 0.
- Global-route total usage across every layer :: 0.0181
- Initial antenna violation count :: 1
- The first global-routing pass estimated ~800 µm of wire.

** Floorplanning
- Chip Footprint :: ~6400 µm²
- The floorplan has 21 rows.
- Floorplan Utilization :: 0.0487
- Chip width :: 80 µm
- The vertical die dimension reported for this design is 80 µm.
- In this run the count of I/O pins placed on the die edge is 6.
- Placeable Area :: 3420 µm²

** Placement
- Detailed placement ended at an HPWL of 365 µm.
- Post-placement worst setup slack :: 505 ps
- RePlAce Congestion :: 0.635
- The count of buffers added on input and output ports is 5.
- Inst Count DP :: between 60 and 70

** Job
- Summing over the stages, the warning tally comes to 25.
- Maximum Capacitance Violations :: 0
-- power breakdown --
group	internal, W	switching, W
registers	0.0000965	0.0000103
logic	0.0000224	0.00000883
clock network	0.0000746	0.0000368
-- path summary, 6_finish.rpt --
| kind | startpoint | slack, ps | cells after the start | to |
|---|---|---|---|---|
| setup / recovery | count[1] | 260 | 1 | count[1] |
| hold reg to reg | count[0] | 500 | 1 | count[0] |
| hold / removal | count[0] | 500 | 1 | count[0] |
| setup reg to reg | count[1] | 780 | 3 | count[2] |
-- layout by cell type, fill, tap and decap left out --
cell type and instances:
dfxtp_1 4, nand4bb_1 1, clkbuf_4 3, nor3b_1 1
or3b_1 1, ha_1 1, clkdlybuf4s50_1 5, o31ai_1 1
nor3_1 1, o21a_1 1, inv_1 1, a21oi_1 1
diode_2 1, nand4b_1 1, xnor2_1 1
-- synth_stat cells, drive strengths merged --
library cell / count
nor3b: 1
nand4b: 1
nor3: 1
inv: 1
or3b: 1
ha: 1
xnor2: 1
dfxtp: 4
a21oi: 1
o31ai: 1
nand4bb: 1
o21a: 1
-- area by class of cell --
cell class                      instances  area (µm²)  area share
Clock buffer                            3        22.5      0.0753
Tap cell                               46        57.6       0.192
Sequential cell                         4        80.1       0.268
Inverter                                1        3.75      0.0126
Multi-Input combinational cell         10        82.6       0.276
Timing Repair Buffer                    5        50.0       0.167
Antenna cell                            1        2.50     0.00837
-- metrics by stage --
stage,area [µm²],hold WS [ps]
floorplan,166,428
global placement,274,477
detailed placement,274,493
CTS,297,503
global route,299,537
finish,299,497
-- cell families (layout without fill, tap and decap cells) --
kind of cell               Yosys count  after routing
AOI/OAI and AO/OA                    3              3
xor gates and xnor gates             1              1
adders and majority gates            1              1
buffers and inverters                1              9
DFF                                  4              4
other                                0              1
and+or+nand+nor                      5              5
-- per-layer routing --
metal	vias to the layer above	wire length (µm)	GRT usage
met5	-	0	0
met4	0	0	0
met3	0	184	0.0364
met2	9	116	0.0152
met1	62	214	0.0179
li1	75	-	-
-- worst reg2reg max path, cell delays in order, from the launching register on --
cell and delay (ps):
dfxtp_1 420, ha_1 230, xnor2_1 90, o31ai_1 200
Power and IR drop assume default switching activity.
